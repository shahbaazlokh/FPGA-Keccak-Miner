[flow/config.mk]
export PLATFORM = sky130hd
export DESIGN_NAME = serial_receive
export DESIGN_NICKNAME = serial_receive
export VERILOG_FILES = /design/flow/design.v
export SDC_FILE = /design/flow/constraint.sdc
export NUM_CORES = 4
export LEC_CHECK = 1
export CORE_AREA = 10 10 416 416
export DIE_AREA = 0 0 426 426
[flow/constraint.sdc]
current_design serial_receive

set clk_period 47.9
set clk_io_pct 0.2

create_clock -name clk0 -period $clk_period [get_ports {clk}]

set non_clock_inputs [all_inputs -no_clocks]
set_input_delay [expr $clk_period * $clk_io_pct] -clock clk0 $non_clock_inputs
set_output_delay [expr $clk_period * $clk_io_pct] -clock clk0 [all_outputs]
[flow/design.v]
module serial_receive(clk, RxD, is_last, data, nonce, target1); 
   input      clk;
   input      RxD;
   output [607:0] data;     
   output [31:0]  nonce;    
   output [31:0]  target1;  
   output is_last;  
   wire       RxD_data_ready;
   wire [7:0] RxD_data;   
   reg [671:0] input_buffer;
   reg is_last_reg = 1'b0;
   reg [6:0]   demux_state = 7'b0000000;
   assign data   	= input_buffer[671:64];           
   assign nonce   	= input_buffer[63:32];  
   assign target1  	= input_buffer[31:0];
   assign is_last = is_last_reg;   
    uart_receiver urx (.clk(clk), .uart_rx(RxD), .tx_new_byte(RxD_data_ready), .tx_byte(RxD_data)); 	
   always @(posedge clk)
     case (demux_state)
	  7'b1010100: 
	 begin
	    demux_state <= 0;
		is_last_reg <= 1;		
	 end
       default:
	 if(RxD_data_ready)
	   begin
		  is_last_reg <= 0;
	      input_buffer <= input_buffer << 8;
	      input_buffer[7:0] <= RxD_data;
	      demux_state <= demux_state + 7'b0000001;
	   end else
			is_last_reg <= 0;
     endcase  
endmodule  
module serial_transmit (clk, TxD, busy, send, word);
   input      clk;
   output     TxD;
   input [31:0] word;
   input 	send;
   output 	busy; 
	wire [15:0] measured_temperature;
	comm_temperature_measurement temperature_blk (
		.clk (clk),
		.tx_temp (measured_temperature)
	);   
   wire TxD_start;
   wire TxD_ready;
   reg [7:0]  out_byte;
   reg        serial_start;
   reg [4:0]  mux_state = 5'b00000;
   assign TxD_start = serial_start;
   reg [63:0] 	word_copy;
   assign busy = (|mux_state);
   always @(posedge clk)
     begin
	if (!busy && send)
	  begin
	     mux_state <= 5'b10000;
	     word_copy <= {word, measured_temperature, 16'h4567};
	  end  
	else if (mux_state[4] && ~mux_state[0] && TxD_ready)
	  begin
	     serial_start <= 1;
	     mux_state <= mux_state + 5'b00001;
	     out_byte <= word_copy[63:56];
	     word_copy <= (word_copy << 8);
	  end
	else if (mux_state[4] && mux_state[0])
	  begin
	     serial_start <= 0;
	     if (TxD_ready) mux_state <= mux_state + 5'b00001;
	  end
     end
    uart_transmitter utx (.clk(clk), .uart_tx(TxD), .rx_new_byte(TxD_start), .rx_byte(out_byte), .tx_ready(TxD_ready));
endmodule  
module comm_temperature_measurement (
	input clk,
	output reg [15:0] tx_temp
);
	wire drdy;
	wire [15:0] d;
	xadc_temp_sensor xadc_blk (
		.daddr_in (7'd0),
		.dclk_in (clk),
		.den_in (1'b1),
		.di_in (16'd0),
		.dwe_in (1'b0),
		.vp_in (1'b0),
		.vn_in (1'b0),
		.busy_out (),
		.channel_out (),
		.do_out (d),
		.drdy_out (drdy),
		.eoc_out (),
		.eos_out (),
		.ot_out (),
		.vccaux_alarm_out (),
		.vccint_alarm_out (),
		.user_temp_alarm_out (),
		.alarm_out ()
	);
	always @ (posedge clk)
	begin
		if (drdy)
			tx_temp <= d;
	end
endmodule
module uart_receiver (
	input clk,
	input uart_rx,
	output reg tx_new_byte = 1'b0,
	output reg [7:0] tx_byte = 8'd0
);
	parameter comm_clk_frequency = 100000000;
	parameter baud_rate = 115200;
	localparam [15:0] baud_delay = (comm_clk_frequency / baud_rate) - 1;
	wire rx;
	uart_filter uart_fitler_blk (
		.clk (clk),
		.uart_rx (uart_rx),
		.tx_rx (rx)
	);
	reg old_rx = 1'b1, idle = 1'b1;
	reg [15:0] delay_cnt = 16'd0;
	reg [8:0] incoming = 9'd0;
	always @ (posedge clk)
	begin
		old_rx <= rx;
		tx_new_byte <= 1'b0;
		delay_cnt <= delay_cnt + 16'd1;
		if (delay_cnt == baud_delay)
			delay_cnt <= 0;
		if (idle && old_rx && !rx)     
		begin
			idle <= 1'b0;
			incoming <= 9'd511;
			delay_cnt <= 16'd0;    
		end
		else if (!idle && (delay_cnt == (baud_delay >> 1)))
		begin
			incoming <= {rx, incoming[8:1]};     
			if (incoming == 9'd511 && rx)        
				idle <= 1'b1;
			if (!incoming[0])     
			begin
				idle <= 1'b1;
				if (rx)
				begin
					tx_new_byte <= 1'b1;
					tx_byte <= incoming[8:1];
				end
			end
		end
	end
endmodule
module uart_filter (
	input clk,
	input uart_rx,
	output reg tx_rx = 1'b0
);
	reg rx, meta;
	always @ (posedge clk)
		{rx, meta} <= {meta, uart_rx};
	wire sample0 = rx;
	reg sample1, sample2;
	always @ (posedge clk)
	begin
		{sample2, sample1} <= {sample1, sample0};
		if ((sample2 & sample1) | (sample1 & sample0) | (sample2 & sample0))
			tx_rx <= 1'b1;
		else
			tx_rx <= 1'b0;
	end
endmodule
[flow/run.sh]
#!/bin/bash
# OpenROAD 26Q1-2900-gdf79404cd8, Yosys 0.63+post, stock flow scripts
make -C /OpenROAD-flow-scripts/flow DESIGN_CONFIG=/design/flow/config.mk WORK_HOME=/design/flow/orfs finish
==> out/results.tsv <==
metric	value	unit
drt_iter0_markers	873	
place_area	31600	µm²
seqPwrFrac	52.4	%
async_reset_ff_share	0	%
skew	0.0260	ns
cellPowerDensity	38.3	nW/µm²
setup_viol	0	
rsz0062_at_grt	no	
fp_util	13.5	%
end_kind	primary output	
gp_congestion	0.887	
cts_made_buffers	78	
cts_sinks	721	
fillers	17000	
top_regs	input_buffer: 672 flops, urx.delay_cnt: 16 flops, urx.incoming: 9 flops	
cp.arrival	1.84	ns
synth_cell_types	31	
portBuffers	674	
syn2layout_area_growth	55.3	%
hold_viol_final	0	
cp_slowest_stage_delay	0.61	ns
crit_family	flip-flops	
path_class	flop to primary output	
synth_top_flop_cell	edfxtp_1	
cp.required	38.32	ns
netlist_instances	848	
numSynthFlops	721	
finalClockPeriodUsage	23.8	%
tool_warnings	33	
clockBufferDepth	3	
fin_setup_tns	0	ns
pwr-share-comb	0.7	%
slew_headroom	34.0	%
htree_levels	3	
cts_tree	built	
post_cts_buffers	0	
ys_seq_share	96.4	%
post_drt_wl_per_cell	16.4	µm
worstPathCellList	clkdlybuf4s50_1	
top_cell	edfxtp_1	
vias_per_cell	2.87	
top_area_share	92.6	%
cap_violations	0	
ctsHoldBuffers	0	
antenna_found_initial	2	
synth.avg_cell_area	26.0	µm²
grt_pass1_vias	11600	
core-area	163000	µm²
grt_overflow	0	
synthesis.area	22000	µm²
core.rowCount	148	
insertion_delay	0.66	ns
worst-path-buf-inv	1	
yosys_cells	848	
top_area_cell	edfxtp_1	
drc	0	
cts_resized	0	
design_area	34200	µm²
clkTransAtPathRegs	0.06	ns
wirelength	63200	µm
p_sw	0.257	mW
cpMaxStageDelayCell	edfxtp_1	
die_x	426	µm
grt_usage	6.69	%
io_pins	675	
peakVddDrop	31.3	µV
vias	11000	
ys_warn_count	3	
top_register	input_buffer	
dp_hpwl	46000	µm
dieArea	181000	µm²
min_path_type	flop to flop	
slew_violations	0	
first_pass_iters	4	
insertedDiodeCount	0	
die_height	426	µm
ant_nets	0	
swShare	19.7	%
fmax	0.0876	GHz
grt_max_degree	132	
yosys-stat-area	22000	µm²
pwr-share-clk	46.9	%
path_max_fanout	2	
area_leaders	edfxtp_1 93%, dfxtp_1 3.7%, xnor2_1 0.56%	
status	complete, no violations	
edf_count	680	
largest_reg_flops	672	
drive_above_1_share	7.49	%
tightest_slew	0.990	ns
root_buffer	clkbuf_16	
grt_pass1_wl	86300	µm
ff2ff_setup_slack	43.53	ns
start_kind	flop	
p_leak	10.5	nW
common_cells	680 x edfxtp_1, 41 x dfxtp_1, 25 x nor2_1, 19 x nand2_1, 14 x xnor2_1	
final_core_util	21.0	%
p_int	1.05	mW
min_period	11.42	ns
## per-layer routing
layer  global-route usage, %  vias to the layer above  wire (µm)
met5                       0                        -          0
met4                    2.21                        0       2440
met3                    4.26                       94       9030
met2                    11.8                      617      32600
met1                    6.21                     5423      19100
li1                        -                     4907          -
## final cells by class
type                    count  area [µm²]  area share (%)
clock buffers             102        2090            6.11
clock inverters            41         533            1.56
inverters                   6        22.5          0.0658
multi-input cells         116         763            2.23
flip-flops and latches    721       21200            62.1
well taps                2175        2720            7.95
repair buffers            683        6850            20.0
## cell families after synthesis
logic type / share of synthesized area (%)
compound gates: 0.233
xor+xnor: 0.755
fa+ha+maj: 0.272
simple gates: 1.71
mux: 0.454
buf+inv: 0.216
flops: 96.4
## per-stage QoR
stage	cells	total power, mW	worst slack (ns)	hold slack, ns
finish	3844	1.31	36.48	0.326
global route	3844	1.36	36.27	0.334
global placement	3701	0.709	36.95	0.314
floorplan	848	0.707	15.75	0.310
detailed placement	3701	0.709	36.96	0.312
CTS	3844	1.34	36.15	0.326
## placed cells by master, fill, tap and decap left out, drive strengths merged, types with 6 or more instances in the layout
cell type | Yosys | layout
nor4 | 6 | 6
mux2i | 10 | 10
clkinv | 0 | 24
bufinv | 0 | 10
nand4 | 8 | 8
clkdlybuf4s50 | 0 | 674
nand3 | 6 | 6
edfxtp | 680 | 680
inv | 6 | 12
clkbuf | 3 | 102
buf | 2 | 9
dfxtp | 41 | 41
xnor2 | 14 | 14
nor2 | 25 | 25
nand2 | 19 | 19
## final timing paths
check	start	end	cells past startpoint
hold reg to reg	urx.uart_fitler_blk.meta	urx.uart_fitler_blk.rx	0
hold / removal	urx.uart_fitler_blk.meta	urx.uart_fitler_blk.rx	0
setup / recovery	input_buffer[334]	data[270]	1
setup reg to reg	demux_state[0]	input_buffer[530]	8
## power by group through the flow
| stage | clock network, mW | logic [mW] | registers (mW) |
|---|---|---|---|
| after CTS | 0.640 | 0.00956 | 0.686 |
| after global routing | 0.664 | 0.0110 | 0.686 |
| final | 0.614 | 0.00934 | 0.686 |
Power and IR drop assume default switching activity.
