### design/flow/config.mk
export PLATFORM = sky130hd
export DESIGN_NAME = uart_transmitter
export DESIGN_NICKNAME = uart_transmitter
export VERILOG_FILES = /design/flow/design.v
export SDC_FILE = /design/flow/constraint.sdc
export NUM_CORES = 4
export LEC_CHECK = 1
export CORE_AREA = 10 10 109 109
export DIE_AREA = 0 0 119 119
### design/flow/constraint.sdc
current_design uart_transmitter

set clk_period 5.2
set clk_io_pct 0.2

create_clock -name clk0 -period $clk_period [get_ports {clk}]

set non_clock_inputs [all_inputs -no_clocks]
set_input_delay [expr $clk_period * $clk_io_pct] -clock clk0 $non_clock_inputs
set_output_delay [expr $clk_period * $clk_io_pct] -clock clk0 [all_outputs]
### design/flow/design.v
module uart_transmitter (
	input clk,
	output uart_tx,
	input rx_new_byte,
	input [7:0] rx_byte,
	output tx_ready
);
	parameter comm_clk_frequency = 100000000;
	parameter baud_rate = 115200;
	localparam [15:0] baud_delay = (comm_clk_frequency / baud_rate) - 1;
	reg [15:0] delay_cnt = 16'd0;
	reg [9:0] state = 10'd1023, outgoing = 10'd1023;
	assign uart_tx = outgoing[0];
	assign tx_ready = state[0] & ~rx_new_byte;
	always @ (posedge clk)
	begin
		delay_cnt <= delay_cnt + 16'd1;
		if (delay_cnt >= baud_delay)
		begin
			delay_cnt <= 16'd0;
			state <= {1'b1, state[9:1]};
			outgoing <= {1'b1, outgoing[9:1]};
		end
		if (rx_new_byte && state[0])
		begin
			delay_cnt <= 16'd0;
			state <= 10'd0;
			outgoing <= {1'b1, rx_byte, 1'b0};
		end
	end
endmodule
### design/flow/run.sh
#!/bin/bash
# OpenROAD 26Q1-2900-gdf79404cd8, Yosys 0.63+post, stock flow scripts
make -C /OpenROAD-flow-scripts/flow DESIGN_CONFIG=/design/flow/config.mk WORK_HOME=/design/flow/orfs finish
==> reports/qor.json <==
{
  "sta": {
    "rsz_0062_raised_after_global_routing": "no",
    "post-route-worst-setup-slack_ns": 2.04,
    "finalHoldViolCount": 0,
    "fin_crit_ns": 3.16,
    "slew_headroom": 0.518,
    "drv_slew": 0,
    "final_hold_slack_ns": 0.465,
    "final.period_utilization": 0.608,
    "fmax_ghz": 0.317,
    "finalSetupViolations": 0,
    "worstMarginPinSlew_ns": 0.723,
    "finClkSkew_ns": 0.00533,
    "fin_setup_tns_ns": 0
  },
  "power_and_ir_drop": {
    "power.share.switching": 0.240,
    "p_int_uw": 515,
    "power.clock.fraction": 0.263,
    "total_leakage_power_uw": 0.000599,
    "power_frac_seq": 0.575,
    "pwr_density_cell_nw_per_um2": 402,
    "netSwitchingPower_uw": 163,
    "power.combinational.fraction": 0.162,
    "vdd_ir_drop_max_mv": 0.119
  },
  "synth": {
    "ys_types": 29,
    "edf_count": 8,
    "avgSynthCellArea_um2": 10.7,
    "yosys_synthesis_chip_area_um2": 1330,
    "synth.yosys.num_cells": 124,
    "mappedNetlistArea_um2": 1330,
    "postSynth.topFlopCell": "dfxtp_1",
    "synth_async_sr_flop_share": 0,
    "synth-seq-area-share": 0.588,
    "postSynthRegisterBits": 35,
    "netlist_instances": 124,
    "synthesis.yosys.warnings": 1
  },
  "critical_path": {
    "cp_max_fo": 3,
    "cpLargestDelayFamily": "buffers and inverters",
    "ff2ff_path_depth": 5,
    "slowest_cell_delay_on_critical_path_ns": 0.49,
    "critPathSlowestCell": "clkdlybuf4s50_1",
    "timing.critical_path.arrival_ns": 2.12,
    "timing.reg2reg.setup_slack_ns": 2.94,
    "reg2reg_to": "outgoing[4]$_DFFE_PP_",
    "cp.required_ns": 4.16,
    "crit_type": "primary input to primary output",
    "end_kind": "primary output",
    "timing.critical_path.cells": "clkdlybuf4s50_1 -> nor2b_1 -> clkdlybuf4s50_1",
    "r2r-start": "delay_cnt[0]$_SDFF_PP0_",
    "worstSetupStartpointType": "primary input",
    "worst_path_most_repeated_cell": "clkdlybuf4s50_1",
    "critical_path_buf_inv_count": 2
  },
  "global_route": {
    "first_global_vias": 869,
    "grt_pass1_wl_um": 4130,
    "grt_use_total": 0.0347,
    "antenna_found_initial": 0,
    "grt_start_max_net_pins": 18,
    "grt_overflow": 0
  },
  "outcome": {
    "outcome": "complete, no violations"
  },
  "placement": {
    "numPortBuffers": 11,
    "post_dp_cell_area_um2": 1610,
    "dp_hpwl_um": 1670,
    "worst_case_setup_slack_after_placement_ns": 2.03,
    "gp_congestion": 0.747
  },
  "hold_path": {
    "worst_hold_startpoint": "state[1]$_SDFFE_PP0P_",
    "hold_path_depth": 2,
    "worst_hold_path_type": "flop to flop",
    "holdPathEnd": "state[0]$_SDFFE_PP0P_"
  },
  "floorplan": {
    "die_y_um": 119,
    "die_width_um": 119,
    "ios": 12,
    "core_region_area_um2": 9640,
    "die_outline_area_um2": 14200,
    "floorplan.initialDensity": 0.138,
    "floorplan.rows": 36
  },
  "cells_and_area": {
    "design_area_um2": 1690,
    "sequential_cell_area_um2": 781,
    "final_core_util": 0.175,
    "layout.filler_cells": 1079,
    "area.growth.synth_to_final_pct": 27.1,
    "logic_area_um2": 536,
    "drive_above_1_share": 0.123
  },
  "route": {
    "detailroute.via_count": 897,
    "routed_wl_um": 2370,
    "wl_cell_um": 8.48,
    "vias_per_cell": 3.22,
    "detail-route-antenna-nets": 0,
    "detailedRoute.firstIterationViolations": 42,
    "drc_errors": 0,
    "detail_route.antenna_diodes": 0,
    "drt-pass1-iter-count": 4
  },
  "clocking": {
    "worstSkewPairLatency_ns": 0.28,
    "cts_repair_resize_count": 0,
    "cts_root_buffer": "clkbuf_8",
    "cts-root-to-sink-buffers": 2,
    "cts.reportedPaths.clkPinSlew_ns": 0.06,
    "hold_buffers": 0,
    "cts_made_buffers": 5,
    "tritoncts": "done",
    "clock-sinks": 35,
    "post_cts_buffers": 0,
    "clock_tree.htree_level_count": 2
  },
  "job": {
    "openroad.warnings": 25,
    "timing.max_cap.violations": 0
  }
}
layout by cell type (no fill, tap or decap), drive strengths merged, types with 2 or more instances in the layout:
cell | netlist | final
dfxtp | 27 | 27
nor2 | 19 | 19
nand2 | 18 | 18
clkdlybuf4s50 | 0 | 11
a22o | 9 | 9
o21ai | 8 | 8
edfxtp | 8 | 8
clkbuf | 0 | 8
nand3 | 6 | 6
conb | 1 | 6
xnor2 | 5 | 5
and3 | 3 | 3
nor3 | 3 | 3
and4 | 2 | 2
xor2 | 2 | 2
inv | 2 | 2
Yosys cell counts (all sizes together) (2+ instances only):
master	number	area (µm²)
xnor2	5	43.8
nor2	19	98.9
a22o	9	78.8
o21ai	8	40.0
nand2	18	67.6
buf	2	15.0
and3	3	18.8
and4	2	17.5
nor3	3	26.3
nand3	6	30.0
xor2	2	17.5
inv	2	15.0
dfxtp	27	541
edfxtp	8	240
registers in the layout, indices dropped and copies added (netlist names):
signal and count:
state 10, delay_cnt 16, outgoing 9
worst max path at each step:
stage	startpoint	end	slack, ns	cells after the start
after CTS	rx_new_byte	tx_ready	2.02	3
after global routing	rx_new_byte	tx_ready	1.96	3
final	rx_new_byte	tx_ready	2.04	3
through the flow:
stage / total power (µW) / std cells
detailed placement: 506 / 271
global route: 726 / 279
finish: 678 / 279
floorplan: 462 / 129
global placement: 503 / 271
CTS: 689 / 279
area by class of cell:
| class | instances | share of cell area |
|---|---|---|
| repair buffers | 11 | 0.0652 |
| clock buffers | 8 | 0.0474 |
| flip-flops and latches | 35 | 0.463 |
| well taps | 133 | 0.0986 |
| inverters | 2 | 0.00890 |
| multi-input cells | 90 | 0.317 |
power by group through the flow:
stage,registers (µW),clock network (µW),logic (µW)
CTS,390,186,112
global route,399,200,127
finish,390,178,110
kinds of logic (layout without fill, tap and decap cells):
| kind of cell | after synthesis | count (layout) | synth area share |
|---|---|---|---|
| AND/OR/NAND/NOR | 55 | 55 | 0.218 |
| flip-flops | 35 | 35 | 0.588 |
| AND-OR/OR-AND | 21 | 21 | 0.113 |
| XOR/XNOR | 7 | 7 | 0.0462 |
| buffers and inverters | 4 | 21 | 0.0226 |
| adder cells (fa/ha/maj) | 1 | 1 | 0.00942 |
| other | 1 | 6 | 0.00282 |
tightest hold or removal path, cell delays in order (launching register included):
cell,delay [ns]
dfxtp_1,0.31
nand2_1,0.05
o21ai_0,0.06
metal layers:
layer  track usage  up-vias  wire, µm
met5             0        -         0
met4       0.00534        0        22
met3        0.0192        5       160
met2        0.0488       20       923
met1        0.0467      403      1260
li1              -      469         -
Power is estimated from default activity; no workload was simulated.
